==> ./design.v <==
`timescale 1ns/100ps
module NFC(clk, rst, done, F_IO_A, F_CLE_A, F_ALE_A, F_REN_A, F_WEN_A, F_RB_A, F_IO_B, F_CLE_B, F_ALE_B, F_REN_B, F_WEN_B, F_RB_B);
  input clk;
  input rst;
  output reg done;
  inout [7:0] F_IO_A;
  output reg F_CLE_A;
  output reg F_ALE_A;
  output  reg F_REN_A;
  output  reg F_WEN_A;
  input   F_RB_A;
  inout [7:0] F_IO_B;
  output reg F_CLE_B;
  output reg F_ALE_B;
  output  F_REN_B;
  output reg F_WEN_B;
  input  F_RB_B;
  reg [7:0] a,b;
  reg [8:0]counter;
  reg [7:0]buffer [511:0];
  reg [8:0]page;
  parameter cmda=4'b0000,
			cmdb=4'b0001,
			cmdc=4'b0010,
			idle=4'b0011,
			start_to_read=4'b0100,
			start_to_write=4'b0101,
			datain=4'b0110,
			dataout=4'b0111,
			finish=4'b1000,
			idle2=4'b1001,
			idle3=4'b1010;
  reg [3:0] cur_st, nxt_st;
always@(posedge clk or posedge rst)
	if(rst)
		cur_st<=cmda;
	else 
		cur_st<=nxt_st;
always@(*)
begin
	case(cur_st)
		idle:nxt_st=datain;
		idle2:nxt_st=idle3;
		idle3:nxt_st=dataout;
		cmda:nxt_st=(rst)?cmda:start_to_read;
		start_to_read:nxt_st=(counter==3)?idle:start_to_read;
		datain:nxt_st=(counter==511)?cmdb:datain;
		cmdb:nxt_st=start_to_write;
		start_to_write:nxt_st=(counter==3)?idle2:start_to_write;
		dataout:nxt_st=(counter==0)?cmdc:dataout;
		cmdc:nxt_st=(page==0)?finish:cmda;
		finish:nxt_st=(counter==15)?idle:finish;
		default:nxt_st=idle;  
	endcase
end
always@(posedge clk or posedge rst)
begin
	if(rst)
		done<=0;
	else if(cur_st==finish && counter==10)
		done<=1;
	else done<=0;
end
always@(posedge clk or posedge rst)
begin
	if(rst)
		F_CLE_A<=0;
	else if(cur_st==cmda)
		F_CLE_A<=1;
	else F_CLE_A<=0;
end
always@(posedge clk or posedge rst)
begin
	if(rst)
		F_ALE_A<=0;
	else if(cur_st==start_to_read&&(counter==0||counter==1||counter==2))
		F_ALE_A<=1;
	else F_ALE_A<=0;
end		
always@(posedge clk or posedge rst)
begin
	if(rst)
		F_ALE_B<=0;
	else if(cur_st==start_to_write&&(counter==0||counter==1||counter==2))
		F_ALE_B<=1;
	else F_ALE_B<=0;
end
always@(posedge clk or posedge rst)
begin
	if(rst)
		F_CLE_B<=0;
	else if(cur_st==cmdb||cur_st==cmdc)
		F_CLE_B<=1;
	else F_CLE_B<=0;
end
assign F_IO_B=(cur_st==start_to_write)?b:'bz;	
always@(posedge clk or posedge rst)
begin
    if(rst)
		b<=0;
	else if(nxt_st==dataout)
		b<=buffer[counter];
	else if(cur_st==cmdb)
		b<=8'h80;
	else if(cur_st==cmdc)
		b<=8'h10;
	else if(cur_st==start_to_write&&counter==0)
		b<=8'b0;
	else if(cur_st==start_to_write&&counter==1)
		b<=page[8:1];
	else if(cur_st==start_to_write&&counter==2)
		b<={7'b0,page[0]};
end		
assign F_IO_B=(cur_st==start_to_write||cur_st==dataout||cur_st==cmda||cur_st==finish)?b:'bz;
always@(posedge clk or posedge rst)
begin
	if(rst)
		page<=0;
	else if(cur_st==dataout&&counter==0)
		page<=page+1;
end		
always@(posedge clk or posedge rst)
begin
	if(rst)
		counter<=0;
	else if(cur_st==idle||cur_st==idle2||cur_st==cmda||cur_st==cmdb||cur_st==cmdc)
		counter<=0;
	else
		counter<=counter+1;
end
always@(posedge clk)
	if(cur_st==datain)
		buffer[counter]<=F_IO_A;
always@(*)
	if(cur_st==start_to_read)
		F_WEN_A=clk;
 	else
		F_WEN_A=1;
 always@(*)
	if(cur_st==datain)
		F_REN_A=clk;
	else F_REN_A=1;
assign F_REN_B=1;  
 always@(*)
	if(cur_st==start_to_write||cur_st==dataout||cur_st==cmda||cur_st==finish)
		F_WEN_B=clk;
	else F_WEN_B=1; 
assign F_REN_B=1;
always@(posedge clk or posedge rst)
begin
	if(rst)
		a<=0;
	else if(cur_st==cmda)
		a<=8'h00;
	else if(cur_st==start_to_read&&counter==0)
		a<=8'b0;
	else if(cur_st==start_to_read&&counter==1)
		a<=page[8:1];
	else if(cur_st==start_to_read&&counter==2)
		a<={7'b0,page[0]};
end
assign F_IO_A=(cur_st==start_to_read)?a:'bz;
endmodule
==> ./run.sh <==
#!/bin/bash
# OpenROAD 26Q1-2900-gdf79404cd8, Yosys 0.63+post, stock flow scripts
make -C /OpenROAD-flow-scripts/flow DESIGN_CONFIG=/design/flow/config.mk WORK_HOME=/design/flow/orfs finish
==> ./config.mk <==
export PLATFORM = sky130hd
export DESIGN_NAME = NFC
export DESIGN_NICKNAME = NFC
export VERILOG_FILES = /design/flow/design.v
export SDC_FILE = /design/flow/constraint.sdc
export NUM_CORES = 4
export LEC_CHECK = 1
export CORE_UTILIZATION = 40
==> ./constraint.sdc <==
current_design NFC

set clk_period 119.2
set clk_io_pct 0.2

create_clock -name clk0 -period $clk_period [get_ports {clk}]

set non_clock_inputs [all_inputs -no_clocks]
set_input_delay [expr $clk_period * $clk_io_pct] -clock clk0 $non_clock_inputs
set_output_delay [expr $clk_period * $clk_io_pct] -clock clk0 [all_outputs]
==> impl_metrics.ini <==
; flow metrics
[logic_synthesis]
ys_area_um2 = 161000
synthCells = 7568
ys.warnings.count = 12
synth-seq-cells = 4146
synth_cell_type_count = 70
synth_seq_share_pct = 77.3
async_flop_share_pct = 1.21
synth_area_per_cell_um2 = 21.2
netlist_area_um2 = 161000
ys_cells = 7568
enable_flop_cells = 4096
synth-main-ff-cell = edfxtp_1

[clock_tree]
cts_buffers = 408
cts_setup_buffers = 0
clk_path_buf_depth = 4
cts_resized = 0
clockRootBuffer = clkbuf_16
htree_num_levels = 5
cts-hold-fix-buffers = 0

[place]
dpl.hpwl_um = 266000
dpl.cell_count = 12674
dp_slack_ps = 35250
portBuffers = 9
routabilityCongestion = 0.931

[status]
error = [error] [KeplerFormal.cpp:679] Workflow failed: Iso has multiple drivers: .F_IO_A0, F_IO_A[0]$_DFFE_PP0P_.Q0
status = did not finish
failing_step = 4_1_cts

[floorplanning]
std_cell_rows = 232
die_h_um = 636
io_pins = 29
initCoreUtil_pct = 40.2
dieWidth_um = 636
## per-stage QoR
step           utilization (%)  hold slack, ps  instance area (um2)
2_1_floorplan                -             425               161000
3_3_place_gp              42.0             456               168000
3_5_place_dp              42.0             463               168000
## synthesized netlist by cell type, types with 29 or more instances
master | count | share of area, %
edfxtp_1 | 4096 | 76
mux4_2 | 1032 | 14
nor2_1 | 566 | 1.3
nand2_1 | 328 | 0.77
clkbuf_1 | 213 | 0.50
mux2i_1 | 213 | 1.3
buf_2 | 165 | 0.51
nand3_1 | 115 | 0.36
a32oi_1 | 87 | 0.47
a22oi_1 | 84 | 0.39
a21oi_1 | 61 | 0.19
o22ai_1 | 56 | 0.22
dfrtp_1 | 49 | 0.76
buf_1 | 42 | 0.098
nor3_1 | 40 | 0.12
nor2b_1 | 30 | 0.12
buf_4 | 29 | 0.14
## kinds of logic after synthesis
logic type,after synthesis,synth area share (%)
flip-flops,4146,77.3
multiplexers,1267,15.9
adder cells (fa/ha/maj),7,0.0545
buffers and inverters,498,1.48
AND-OR/OR-AND,454,2.07
AND/OR/NAND/NOR,1182,3.12
other,1,0.00233
XOR/XNOR,13,0.0708
