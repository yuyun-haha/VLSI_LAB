[flow/config.mk]
export PLATFORM = sky130hd
export DESIGN_NAME = SET
export DESIGN_NICKNAME = SET
export VERILOG_FILES = /design/flow/design.v
export SDC_FILE = /design/flow/constraint.sdc
export NUM_CORES = 4
export LEC_CHECK = 1
export CORE_UTILIZATION = 50
[flow/constraint.sdc]
current_design SET

set clk_period 9.7
set clk_io_pct 0.2

create_clock -name clk0 -period $clk_period [get_ports {clk}]

set non_clock_inputs [all_inputs -no_clocks]
set_input_delay [expr $clk_period * $clk_io_pct] -clock clk0 $non_clock_inputs
set_output_delay [expr $clk_period * $clk_io_pct] -clock clk0 [all_outputs]
[flow/design.v]
module SET ( clk , rst, en, central, radius, mode, busy, valid, candidate );
input clk, rst;
input en;
input [23:0] central;
input [11:0] radius;
input [1:0] mode;
output reg busy;
output reg valid;
output reg[7:0] candidate;
parameter idle=3'b000,
		  work0=3'b100,
		  work1=3'b101,
		  work2=3'b110,
		  work3=3'b111;
reg [2:0] cur_st,nxt_st;
reg [5:0] r1_sq,r2_sq,r3_sq;
reg [3:0] r1,r2,r3;
reg [3:0] x1c,x2c,x3c,y1c,y2c,y3c;  
reg [3:0] a1_dx,a1_dy,a2_dx,a2_dy,a3_dx,a3_dy; 
reg [7:0] a1,a2,a3;
reg [4:0] dlx,dly,uly,drx,movx,movy;
always@(posedge clk or posedge rst)
	if(rst)
		cur_st<=idle;
	else 
		cur_st<=nxt_st;
always@(posedge clk or posedge rst)
 begin
    if(rst)
		valid<=0;
    else if((cur_st==work0||cur_st==work1||cur_st==work2||cur_st==work3)&&(movy==uly&&movx==drx))            
		valid<=1;
	else
		valid<=0;
 end
always@(*)
	case(cur_st)
		idle:nxt_st=(en)?{1'b1,mode}:idle;
		work0:nxt_st=(movy==uly&&movx==drx)?idle:work0;
		work1:nxt_st=(movy==uly&&movx==drx)?idle:work1;
		work2:nxt_st=(movy==uly&&movx==drx)?idle:work2;
		work3:nxt_st=(movy==uly&&movx==drx)?idle:work3;
	endcase
always@(posedge clk or posedge rst)
	begin
	if(rst)
		busy<=0;
	else if(cur_st==work0||cur_st==work1||cur_st==work2||cur_st==work3)
		busy<=1;
	else 
		busy<=0;
	end
always@(*)
begin
	x1c<=central[23:20];
	y1c<=central[19:16];	
end
always@(*)
begin
	r1<=radius[11:8];
end
always@(*)
begin
	x2c<=central[15:12];
	y2c<=central[11:8];
end
always@(*)
begin
	r2<=radius[7:4];
end
always@(*)
begin
	x3c<=central[7:4];
	y3c<=central[3:0];
end
always@(*)
begin
	r3<=radius[3:0];
end		
always@(*)
begin
	case (mode)
	2'b00,2'b01:
		if(x1c<(5'd1+r1)) 
			dlx=5'd1;
		else 
		dlx=x1c-r1;	
	2'b10,2'b11:
		dlx=5'd1;
	default:dlx=5'd1;
	endcase
end
always@(*)
begin
	case(mode)
	2'b00,2'b01:
		if(x1c+r1>5'd8)
			drx=5'd8;		
		else 
		drx=x1c+r1;
	2'b10,2'b11:
		drx=5'd8;
	default:drx=1;
	endcase
end
always@(*)
begin
	case(mode)
	2'b00,2'b01:
		if(y1c<(5'd1+r1)) 
			dly=5'd1;
		else
		dly=y1c-r1;	
	2'b10,2'b11:
		dly=5'd1;
	default:dly=5'd1;
	endcase
end
always@(*)
begin
	case(mode)
	2'b00,2'b01:
		if(y1c+r1>5'd8)
			uly=5'd8; 
		else 
		uly=y1c+r1; 
	2'b10,2'b11:
		uly=5'd8; 
	default:uly=5'd1;
	endcase
end
always@(posedge clk or posedge rst)
begin
	if(rst)
		movx<=0;
	else if	(en)
		movx<=dlx;
	else if(movx==drx)
		movx<=dlx;
	else if(cur_st==work0||cur_st==work1||cur_st==work2||cur_st==work3)
		movx<=movx+1;
end
always@(posedge clk or posedge rst)
begin
	if(rst)
		movy<=0;
	else if	(en)
		movy<=dly;		
	else if((cur_st==work0||cur_st==work1||cur_st==work2||cur_st==work3)&&movx==drx)
		movy<=movy+1;
end		
always@(*)
begin
	a1_dx=(movx>x1c)?movx-x1c:x1c-movx;
end
always@(*)
begin
	a1_dy=(movy>y1c)?movy-y1c:y1c-movy;
end
always@(*)
begin
	a2_dx=(movx>x2c)?movx-x2c:x2c-movx;
end
always@(*)
begin
	a2_dy=(movy>y2c)?movy-y2c:y2c-movy;
end	
always@(*)
begin
	a3_dx=(movx>x3c)?movx-x3c:x3c-movx;
end
always@(*)
begin
	a3_dy=(movy>y3c)?movy-y3c:y3c-movy;
end
always@(*)
begin
	if(cur_st==work0||cur_st==work1||cur_st==work2||cur_st==work3)
		a1=a1_dx*a1_dx+a1_dy*a1_dy;
	else a1=0;
end
always@(*)
begin
	if(cur_st==work1||cur_st==work2||cur_st==work3)
		a2=a2_dx*a2_dx+a2_dy*a2_dy;
	else a2=0;
end
always@(*)
begin
	if(cur_st==work3)
		a3=a3_dx*a3_dx+a3_dy*a3_dy;
	else a3=0;
end	
always@(*)
begin
	if(cur_st==work0||cur_st==work1||cur_st==work2||cur_st==work3)
		r1_sq=r1*r1;
	else r1_sq=0;
end
always@(*)
begin
	if(cur_st==work1||cur_st==work2||cur_st==work3)
		r2_sq=r2*r2;
	else r2_sq=0;
end
always@(*)
begin
	if(cur_st==work3)
		r3_sq=r3*r3;
	else r3_sq=0;
end
always@(posedge clk or posedge rst)
	begin
	if(rst)
		candidate<=0;
	else
	case(cur_st)
	work0:if(a1<=r1_sq)
			candidate<=candidate+1;
	work1:if(a1<=r1_sq&&a2<=r2_sq)
			candidate<=candidate+1;
	work2:if((a1<=r1_sq&&a2>r2_sq)||(a1>r1_sq&&a2<=r2_sq))
			candidate<=candidate+1;
	work3:if(((a1<=r1_sq&&a2<=r2_sq)||(a1<=r1_sq&&a3<=r3_sq)||(a2<=r2_sq&&a3<=r3_sq))&&(~((a1<=r1_sq)&&(a2<=r2_sq)&&(a3<=r3_sq))))
			candidate<=candidate+1;
	default:candidate<=0;
	endcase
	end
endmodule
[flow/run.sh]
#!/bin/bash
# OpenROAD 26Q1-2900-gdf79404cd8, Yosys 0.63+post, stock flow scripts
make -C /OpenROAD-flow-scripts/flow DESIGN_CONFIG=/design/flow/config.mk WORK_HOME=/design/flow/orfs finish
==> flow_metrics.py <==
# Flow results
metrics = {
    "run_status": {
        "status": "completed",
    },
    "setup_path": {
        "arrival_ps": 9500,
        "r2r_cells": 32,
        "slowest_delay_ps": 540,
        "path_common_cell": "fa_1",
        "end_kind": "flip-flop",
        "critPathLaunchType": "input port",
        "cp_slowest_cell": "fa_1",
        "critPathKind": "in -> reg",
        "worst_ep_required_time_ps": 9880,
        "crit_fanout": 7,
    },
    "detailed_routing": {
        "drt-wirelength-per-cell_um": 13.95,
        "ant_nets": 0,
        "drc": 0,
        "vias_per_cell": 5.227,
        "vias": 5645,
        "drt_iter0_markers": 243,
        "dr.pass1.iters": 5,
        "diodes": 0,
        "routed_wirelength_um": 15060,
    },
    "logic_synthesis": {
        "ys_types": 67,
        "synth.largest_area_cell": "ha_1",
        "common_cells": "149 x inv_1, 141 x ha_1, 54 x nor2_1",
        "synth-edff-count": 0,
        "ys_chip_area_um2": 6825,
        "most_common_cell": "inv_1",
        "synth_cells": 830,
        "synthTopCellsByArea": "ha_1 26%, fa_1 15%, dfrtp_1 8.4%",
        "top_area_frac": 0.2585,
        "async_flop_share": 0.8846,
        "ys_ff": 26,
        "synthFlopType": "dfrtp_1",
        "syn_area_um2": 6825,
        "yosysWarnings": 1,
        "synth_area_per_cell_um2": 8.223,
        "yosysCellCount": 830,
    },
    "floorplanning": {
        "ios": 51,
        "fp-row-count": 42,
        "dieArea_um2": 14120,
        "fp-utilization": 0.5134,
        "die_y_um": 118.8,
        "die_w_um": 118.8,
        "core_um2": 13300,
    },
    "timing": {
        "skew_ps": 7.195,
        "untimed_endpoints": 6,
        "unclocked_regs": 3,
        "worstMarginPinSlew_ps": 687.7,
        "fin_crit_sh": 0.9605,
        "period_minus_slack_ps": 9317,
        "maxSlewHeadroom": 0.5296,
        "finalHoldViolations": 0,
        "setup_viol": 0,
        "fmax_mhz": 107.3,
        "slew_viol_final": 0,
    },
    "min_path": {
        "hold_depth": 2,
        "holdCritPathClass": "reg -> reg",
    },
    "cts": {
        "cts_buffers": 3,
        "cts_tree": "yes",
        "clk_latency_ps": 260,
        "cts_root_buffer": "clkbuf_16",
        "hold_buffers": 0,
        "clk_pin_slew_ps": 60,
        "clk_path_buf_depth": 2,
        "htree_num_levels": 1,
    },
    "global_routing": {
        "grt_pass1_vias": 5530,
        "grtUsageTotal": 0.2335,
        "globalRouteOverflowTotal": 0,
        "grt_max_degree": 29,
        "antenna_found_initial": 0,
        "grt_pass1_wl_um": 26090,
    },
    "flow_run": {
        "max-cap-violations": 0,
        "tool_warnings": 54,
    },
    "placed_design": {
        "dp_hpwl_um": 12910,
        "portBuffers": 50,
        "gpl.final_weighted_congestion": 0.8759,
    },
    "cells_and_area": {
        "layout-drive-gt1-share": 0.08075,
        "syn2layout_area_growth_pct": 15.58,
        "post-route-util": 0.5934,
    },
}
[layer usage]
metal	track usage	wire (um)	vias to the layer above
met1	0.3609	7445	2612
met2	0.3816	6985	91
li1	-	-	2930
met5	0	0	-
met4	0.02927	220	0
met3	0.01321	413	12
[logic make-up after synthesis]
family,count (synthesis),synth area share
buffers and inverters,167,0.09386
xor gates and xnor gates,48,0.06159
latches,3,0.006599
AOI/OAI and AO/OA,149,0.1432
muxes,19,0.02951
adders and majority gates,193,0.4110
DFF,23,0.08433
and+or+nand+nor,228,0.1699
[state kept, by name (all words and copies together), names as in the netlist]
| name | count |
|---|---|
| cur_st | 3 |
| movx | 5 |
| candidate | 8 |
| nxt_st | 3 |
| busy | 1 |
| valid | 1 |
| movy | 5 |
[final timing paths]
| check | to | slack [ps] | start |
|---|---|---|---|
| setup / recovery | candidate[5]$_DFFE_PP0P_ | 380 | central[13] |
| hold / removal | candidate[7]$_DFFE_PP0P_ | 560 | candidate[7]$_DFFE_PP0P_ |
| setup reg to reg | candidate[5]$_DFFE_PP0P_ | 1840 | movx[1]$_DFFE_PP0P_ |
| hold reg to reg | candidate[7]$_DFFE_PP0P_ | 560 | candidate[7]$_DFFE_PP0P_ |
| max in group asynchronous | movx[1]$_DFFE_PP0P_ | 7430 | rst |
| min in group asynchronous | busy$_DFF_PP0_ | 2020 | rst |
[critical path: cells and delay by family]
kind,cells,cell delay [ps]
AND-OR/OR-AND,10,1510
XOR/XNOR,2,300
adder cells (fa/ha/maj),8,3160
buffers and inverters,4,670
multiplexers,1,140
AND/OR/NAND/NOR,9,1770
[metrics by stage]
stage                     instances  setup WS, ps  hold WS [ps]  setup TNS (ps)  area (um2)
final                          1080         382.9         564.3               0        7889
after global placement         1075        -54.75         548.3          -232.2        7739
after detailed placement       1075        -170.9         557.4           -1009        7739
after floorplan                 830         693.0         498.9               0        6825
after global routing           1080        -52.74         578.5          -139.8        7889
after CTS                      1079         44.14         566.2               0        7819
[cells in the final DEF (no fill, tap or decap), types with 4 or more instances in the layout]
cell / n
nor2b_1: 11
or3_1: 8
buf_4: 37
a21o_1: 29
nor3_1: 10
xnor2_1: 25
or2_2: 6
nand2_1: 52
inv_1: 149
fa_1: 50
nand3b_1: 6
a31oi_1: 5
o22ai_1: 4
mux2i_1: 15
clkdlybuf4s50_1: 50
nor2_1: 53
and2_1: 19
and3_1: 13
xor2_1: 22
dfrtp_1: 23
nand3_1: 11
a21oi_1: 44
ha_1: 139
nand2b_1: 12
nand4_1: 10
nor4_1: 4
o21ai_0: 27
[what timing repair did]
item / CTS / global route
resized: 0 / 16
buffers inserted: 0 / 1
endpoints found under the setup margin: 0 / 8
[area by class of cell]
class | count | area [um2]
tap | 176 | 220.2
multi-input combinational | 637 | 5627
clock buffer | 3 | 75.07
clock inverter | 1 | 5.005
timing repair buffer | 87 | 778.2
sequential | 26 | 620.6
fill | 1178 | 5406
inverter | 150 | 563.0
