$ cat design/flow/design.v
module STI_DAC(clk ,reset, load, pi_data, pi_length, pi_fill, pi_msb, pi_low, pi_end,
	       so_data, so_valid,
	       oem_finish, oem_dataout, oem_addr,
	       odd1_wr, odd2_wr, odd3_wr, odd4_wr, even1_wr, even2_wr, even3_wr, even4_wr);
input		clk, reset;
input		load, pi_msb, pi_low, pi_end; 
input	[15:0]	pi_data;
input	[1:0]	pi_length;
input		pi_fill;
output reg		so_data, so_valid;
output  reg oem_finish, odd1_wr, odd2_wr, odd3_wr, odd4_wr, even1_wr, even2_wr, even3_wr, even4_wr;
output reg[4:0] oem_addr;
output reg[7:0] oem_dataout;
parameter   idle=3'b000,
		    work8=3'b100,
			work16=3'b101,
			work24=3'b110,
			work32=3'b111,
			zero=3'b001,
			blank=3'b011;
reg [7:0] block_count;
reg [2:0] cur_st,nxt_st;
reg [1:0] sel;
reg [4:0] counter;
reg [2:0] counter_b;
reg row;
reg so_data_temp;
always@(posedge clk or posedge reset)
	if(reset)
		cur_st<=idle;
	else
		cur_st<=nxt_st;
always@(*)
	case(cur_st)
		idle:nxt_st=(load)?{1'b1,pi_length}:((pi_end)?blank:idle);
		work8:nxt_st=(counter==5'd7)?idle:work8;
		work16:nxt_st=(counter==5'd15)?idle:work16;
        work24:nxt_st=(counter==5'd23)?idle:work24;
		work32:nxt_st=(counter==5'd31)?idle:work32;
		blank:nxt_st=zero;
		default:nxt_st=blank;
	endcase
always@(posedge clk or posedge reset)
begin
	if(reset)
		sel<=2'd0;
	else if(load)
	begin
		if(pi_length==2'b00)
			sel<={pi_low,pi_msb};
		else if(pi_length==2'b01)	
			sel<={1'b0,pi_msb};
		else sel<={pi_fill,pi_msb};
	end
end	
always@(posedge clk or posedge reset)
begin
	if(reset)
		counter<=5'd0;
	else if(cur_st==work8||cur_st==work16||cur_st==work24||cur_st==work32)
		counter<=counter+5'd1;
	else counter<=5'd0;
end
always@(posedge clk or posedge reset)
begin
		if(reset)
			so_valid<=1'b0;
		else if(cur_st==work8||cur_st==work16||cur_st==work24||cur_st==work32)
			so_valid<=1'b1;
		else so_valid<=1'b0;	
end
always@(*)  
    begin
    if(cur_st==work8)
		begin
			case(sel)
				2'b00:so_data_temp=pi_data[counter];      
				2'b01:so_data_temp=pi_data[5'd7-counter] ;   
				2'b10:so_data_temp=pi_data[counter+5'd8] ;   
				2'b11:so_data_temp=pi_data[5'd15-counter];   
			endcase
		end
    else if(cur_st==work16)
		begin
			case(sel[0])
				1'b0:so_data_temp=pi_data[counter];  
				1'b1:so_data_temp=pi_data[5'd15-counter];  
			endcase
		end
	else if(cur_st==work24)
		begin
			case(sel)
				2'b00:so_data_temp=(counter<5'd16)?pi_data[counter]:0;    
				2'b01:so_data_temp=(counter<5'd8)?0:pi_data[5'd23-counter];   
				2'b10:so_data_temp=(counter<5'd8)?0:pi_data[counter-5'd8];    
				2'b11:so_data_temp=(counter<5'd16)?pi_data[5'd15-counter]:0;   
			endcase	
		end
	else if(cur_st==work32)
		begin
			case(sel)
				2'b00:so_data_temp=(counter<5'd16)?pi_data[counter]:0;    
				2'b01:so_data_temp=(counter<5'd16)?0:pi_data[5'd31-counter];   
				2'b10:so_data_temp=(counter<5'd16)?0:pi_data[counter-5'd16];    
				2'b11:so_data_temp=(counter<5'd16)?pi_data[5'd15-counter]:0;   
			endcase	
		end
	else 
		so_data_temp=0;
	end
always@(posedge clk or posedge reset)
	if(reset)
		so_data<=0;
	else
		so_data<=so_data_temp;
always@(posedge clk or posedge reset)  		
	begin
		if(reset)
			oem_dataout<=8'd0;
		else if(cur_st==zero)	
			oem_dataout<=8'd0;
		else  
			oem_dataout[3'd7-counter_b]<=so_data;
	end
always@(posedge clk or posedge reset)
	if(reset)
		counter_b<=0;
	else
		counter_b<=counter[2:0];
always@(posedge clk or posedge reset)
	begin
		if(reset)
			block_count<=0;
		else if (cur_st==zero)
			block_count<=block_count+1;
		else if(counter_b==3'd7)
			block_count<=block_count+1;			
	end
always@(posedge clk or posedge reset)
	begin
		if(reset)
			row<=0;  
		else if(block_count[2:0]==3'b111 &&cur_st==zero)
			row<=row+1'b1;
		else if(block_count[2:0]==3'b111 && counter_b==3'd7)
			row<=row+1'b1;
	end
always@(posedge clk or posedge reset)
	begin
		if(reset)
			odd1_wr<=0;	
		else if(block_count>8'd63)
			odd1_wr<=0;
		else if(((row==0 && block_count[0]==0 )||(row==1 && block_count[0]==1 ))&& (cur_st==zero))
			odd1_wr<=1;
		else if(((row==0 && block_count[0]==0 )||(row==1 && block_count[0]==1 ))&& counter_b==3'd7 )
			odd1_wr<=1;
		else odd1_wr<=0;	
	end
always@(posedge clk or posedge reset)
	begin
		if(reset)
			even1_wr<=0;	
		else if(block_count>8'd63)
			even1_wr<=0;
		else if(((row==0 && block_count[0]==1 )||(row==1 && block_count[0]==0 ))&& (cur_st==zero) )
			even1_wr<=1;
		else if(((row==0 && block_count[0]==1 )||(row==1 && block_count[0]==0 ))&& counter_b==3'd7 ) 
			even1_wr<=1;
		else even1_wr<=0;			
	end	
always@(posedge clk or posedge reset)
	begin
		if(reset)
			odd2_wr<=0;	
		else if(block_count>8'd127||block_count<8'd64)
			odd2_wr<=0;
		else if(((row==0 && block_count[0]==0 )||(row==1 && block_count[0]==1 ))&& (cur_st==zero))
			odd2_wr<=1;
		else if(((row==0 && block_count[0]==0 )||(row==1 && block_count[0]==1 ))&& counter_b==3'd7 )
			odd2_wr<=1;
		else odd2_wr<=0;	
	end
always@(posedge clk or posedge reset)
	begin
		if(reset)
			even2_wr<=0;	
		else if(block_count>8'd127||block_count<8'd64)
			even2_wr<=0;
		else if(((row==0 && block_count[0]==1 )||(row==1 && block_count[0]==0 ))&& (cur_st==zero) )
			even2_wr<=1;
		else if(((row==0 && block_count[0]==1 )||(row==1 && block_count[0]==0 ))&& counter_b==3'd7 )
			even2_wr<=1;	
		else even2_wr<=0;
	end	
always@(posedge clk or posedge reset)
	begin
		if(reset)
			odd3_wr<=0;	
		else if(block_count>8'd191||block_count<8'd128)
			odd3_wr<=0;
		else if(((row==0 && block_count[0]==0 )||(row==1 && block_count[0]==1 ))&& (cur_st==zero))
			odd3_wr<=1;
		else if(((row==0 && block_count[0]==0 )||(row==1 && block_count[0]==1 ))&& counter_b==3'd7 )
			odd3_wr<=1;
		else odd3_wr<=0;	
	end
always@(posedge clk or posedge reset)
	begin
		if(reset)
			even3_wr<=0;	
		else if(block_count>8'd191||block_count<8'd128)
			even3_wr<=0;
		else if(((row==0 && block_count[0]==1 )||(row==1 && block_count[0]==0 ))&& (cur_st==zero) )
			even3_wr<=1;
		else if(((row==0 && block_count[0]==1 )||(row==1 && block_count[0]==0 ))&& counter_b==3'd7 )
			even3_wr<=1;
		else even3_wr<=0;
	end	
always@(posedge clk or posedge reset)
	begin
		if(reset)
			odd4_wr<=0;	
		else if(block_count<8'd192)
			odd4_wr<=0;
		else if(((row==0 && block_count[0]==0 )||(row==1 && block_count[0]==1 ))&& (cur_st==zero))
			odd4_wr<=1;
		else if(((row==0 && block_count[0]==0 )||(row==1 && block_count[0]==1 ))&& counter_b==3'd7 )
			odd4_wr<=1;
		else odd4_wr<=0;	
	end
always@(posedge clk or posedge reset)
	begin
		if(reset)
			even4_wr<=0;	
		else if(block_count<8'd192)
			even4_wr<=0;
		else if(((row==0 && block_count[0]==1 )||(row==1 && block_count[0]==0 ))&& (cur_st==zero) )
			even4_wr<=1;
		else if(((row==0 && block_count[0]==1 )||(row==1 && block_count[0]==0 ))&& counter_b==3'd7 )
			even4_wr<=1;
		else even4_wr<=0;	
	end	
always@(posedge clk or posedge reset)
	begin
		if(reset)
			oem_addr<=0;
		else oem_addr<=(block_count>>1);
	end
always@(posedge clk or posedge reset)
	begin
		if(reset)
			oem_finish<=0;
		else if(block_count==8'd0&&cur_st==blank)
			oem_finish<=1;
	end
endmodule		
$ cat design/flow/config.mk
export PLATFORM = sky130hd
export DESIGN_NAME = STI_DAC
export DESIGN_NICKNAME = STI_DAC
export VERILOG_FILES = /design/flow/design.v
export SDC_FILE = /design/flow/constraint.sdc
export NUM_CORES = 4
export LEC_CHECK = 1
export CORE_UTILIZATION = 50
$ cat design/flow/constraint.sdc
current_design STI_DAC

set clk_period 3.0
set clk_io_pct 0.2

create_clock -name clk0 -period $clk_period [get_ports {clk}]

set non_clock_inputs [all_inputs -no_clocks]
set_input_delay [expr $clk_period * $clk_io_pct] -clock clk0 $non_clock_inputs
set_output_delay [expr $clk_period * $clk_io_pct] -clock clk0 [all_outputs]
$ cat design/flow/run.sh
#!/bin/bash
# OpenROAD 26Q1-2900-gdf79404cd8, Yosys 0.63+post, stock flow scripts
make -C /OpenROAD-flow-scripts/flow DESIGN_CONFIG=/design/flow/config.mk WORK_HOME=/design/flow/orfs finish
==> impl_metrics.ini <==
; implementation run metrics
[logic_synthesis]
synth_flops = 46
synthArstFlopShare_pct = 100
synth.avg_cell_area_um2 = 9.89
yosysChipArea_mm2 = 0.00273
syn-cell-area_mm2 = 0.00273
yosysTopAreaCell = dfrtp_1
ys_seq_share_pct = 42.2
ys.flop_type = dfrtp_1
syn_inst = 276
topCellsByArea = dfrtp_1 (42%), ha_1 (5.5%), mux2i_1 (4.4%)
ys_cells = 276
edf_count = 0
ys_types = 51
yosysWarnings = 1
top_area_share_pct = 42.2

[floorplan]
die_width_um = 75.9
fp.dieH_um = 75.9
die-area_mm2 = 0.00576
fp_util_pct = 52.8
num_rows = 26
ios = 49
core_area_mm2 = 0.00517

[pwr]
p_int_w = 0.00123
sw_frac_of_total_pct = 28.8
p_leak_nw = 1.39
p_seq_share_pct = 47.3
p_sw_w = 0.000499
power_density_mw_per_mm2 = 517
vdd_drop_max_mv = 0.373
clkPwrFrac_pct = 25.9
p_comb_share_pct = 26.8

[run]
drv_cap = 0
openroad.warnings = 31

[worst_setup_path]
critPathMaxStageDelay_ps = 770
r2r_cells = 7
worstSetupEndpointType = flop
cp_max_fo = 17
worst-path-buf-inv = 1
crit_slowest_cell = dfrtp_1
worstPathArrival_ps = 2540
path_cells = buf_4 -> nand2_1 -> o221ai_1 -> a221o_1 -> a21oi_1 -> o31ai_1 -> a31oi_1
crit_family = AND-OR/OR-AND gates
crit_cells = 7
worstSetupStartpointType = flop
worstSetupPathType = flop to flop
required_ps = 3170

[sta]
slew-limit-headroom_pct = 56.0
tightest_slew_ps = 660
finalHoldViolCount = 0
whs_ps = 431
setup_viol = 0
rsz0062_at_grt = false
maxSlewViolCount = 0
finalClockPeriodUsage_pct = 79.0
min_period_ps = 2370
fmax_ghz = 0.422
setup_tns_ps = 0
clock_skew_ps = 3.85
setup_slack_ps = 630

[drt]
drtIter0Drc = 100
drcViolationCount = 0
n_antenna_cell = 0
wl_um = 5460
routedWlPerCell_um = 14.1
via_per_inst = 5.68
detail-route-antenna-nets = 0
first_pass_iters = 4
vias = 2205

[worst_hold_path]
hold_path_depth = 0
min_path_type = flop to flop

[placement]
place_ws_ps = 453
dp_hpwl_um = 3980
gp_congestion = 1.00
port_buffers = 48

[clock_tree]
cts_sinks = 46
clk_latency_ps = 290
cts-root-buf = clkbuf_8
post-cts-setup-buffers = 0
htreeDepth = 2
cts_tree = built
postCtsHoldBufs = 0
cts_resized = 0
clk_path_buf_depth = 2
cts_buffers = 5
path_clk_slew_ps = 80

[global_routing]
grt-ovfl-total = 0
grt_max_degree = 34
antenna_found_initial = 0
grt_pass1_vias = 2011
grt_pass1_wl_um = 9110
grtUsageTotal_pct = 21.4

[final_layout]
area_delta_synth_final_pct = 22.7
drive_above_1_share_pct = 7.55

[run_status]
status = completed
power groups by stage:
stage	logic (W)	clock network, W	registers [W]
CTS	0.000468	0.000466	0.000818
global route	0.000529	0.000484	0.000835
finish	0.000463	0.000448	0.000818
path summary, 6_finish.rpt:
| path | start | to | slack, ps |
|---|---|---|---|
| hold / removal | block_count[1] | oem_addr[0] | 430 |
| setup / recovery | counter[1] | so_data | 630 |
| min in group asynchronous | reset | oem_finish | 710 |
| max in group asynchronous | reset | counter[3] | 1650 |
| setup reg to reg | counter[1] | so_data | 630 |
| hold reg to reg | block_count[1] | oem_addr[0] | 430 |
per-layer routing:
layer | track usage, % | part of all wire [%] | vias to the layer above
li1 | - | - | 1087
met1 | 33.4 | 50 | 1051
met2 | 33.1 | 44 | 60
met3 | 4.69 | 5.1 | 7
met4 | 2.67 | 1.2 | 0
met5 | 0 | 0 | -
sequential cells by signal, summed over array words and instances, names as in the netlist, 2 cells and up:
register,cells
cur_st,3
block_count,8
oem_addr,5
oem_dataout,8
counter_b,3
counter,5
sel,2
cell type report:
class                           count  area, um^2
Tap cell                           70        87.6
Timing Repair Buffer               52         510
Fill cell                         399        1830
Sequential cell                    46        1150
Clock inverter                      2        37.5
Clock buffer                        6        72.6
Inverter                           14        52.6
Multi-Input combinational cell    198        1440
worst reg2reg max path, stage by stage (launching register included):
cell	delay, ps
dfrtp_1	770
buf_4	340
nand2_1	210
o221ai_1	240
a221o_1	250
a21oi_1	90
o31ai_1	240
a31oi_1	110
per-stage QoR:
stage	power (W)	cells	util, %	instance area [um^2]
4_1_cts	0.00175	388	64.7	3350
2_1_floorplan	0.00109	276	-	2730
6_report	0.00173	388	64.7	3350
5_1_grt	0.00185	388	64.7	3350
3_3_place_gp	0.00129	380	62.6	3240
3_5_place_dp	0.00129	380	62.6	3240
cell families (layout without fill, tap and decap cells):
| group | count (synthesis) | after routing | share of synthesized area [%] |
|---|---|---|---|
| multiplexers | 17 | 17 | 8.12 |
| buffers and inverters | 32 | 74 | 5.23 |
| AND/OR/NAND/NOR | 98 | 98 | 18.8 |
| XOR/XNOR | 11 | 11 | 3.53 |
| AND-OR/OR-AND | 60 | 60 | 16.6 |
| adder cells (fa/ha/maj) | 12 | 12 | 5.50 |
| flip-flops | 46 | 46 | 42.2 |
synthesized netlist by cell type, types with 2 or more instances:
master and instances:
dfrtp_1 46, o22ai_1 2, nand4b_1 2, nand2_1 21
mux2i_1 12, o22a_1 4, clkbuf_1 6, nand2b_1 8
or2_2 2, nor2_1 24, a22oi_1 2, nand3b_1 2
o311ai_0 2, ha_1 12, nand4_1 5, xnor2_1 6
o31a_1 2, and2_1 3, nor2b_1 8, nor3_1 3
o221ai_1 12, buf_2 9, o21ai_0 9, inv_1 14
a21oi_1 10, a221o_1 4, nand3_1 7, mux4_2 4
nor3b_1 5, a31o_2 2, xor2_1 5, o31ai_1 3
or3_1 2
placed cells by master, fill, tap and decap left out, types with 4 or more instances in the layout:
cell,count
ha_1,12
clkdlybuf4s50_1,48
a221o_1,4
nand4_1,5
nor2b_1,8
clkbuf_8,5
nand2b_1,8
nor3b_1,5
o21ai_0,9
nand2_1,21
mux2i_1,12
xnor2_1,6
nor2_1,24
o22a_1,4
dfrtp_1,46
o221ai_1,12
xor2_1,5
inv_1,13
buf_4,4
a21oi_1,10
nand3_1,7
mux4_2,4
Power is estimated from default activity; no workload was simulated.
