==> design/flow/design.v <==
`timescale 1ns / 1ps
module counter(out, clk, rst, in);
  output reg [3:0] out;
  input clk;
  input rst; 
  input [1:0] in;
  reg updown;
always@(posedge clk or posedge rst )
begin
  if(rst)
    begin
    out=4'b0;
    updown=1'b1;
    end
  else
    if(updown==1'b1)
      begin
         if ((4'b1111-out)<in)
          begin
              out=4'b1111;
              updown=1'b0;
          end
         else out=out+in;
      end 
  else
   if(updown==1'b0)
    begin
      if(in>out)
        begin
        out=4'b0;
        updown=1'b1;
        end
      else  
      out=out-in;
   end   
end
endmodule
==> design/flow/run.sh <==
#!/bin/bash
# OpenROAD 26Q1-2900-gdf79404cd8, Yosys 0.63+post, stock flow scripts
make -C /OpenROAD-flow-scripts/flow DESIGN_CONFIG=/design/flow/config.mk WORK_HOME=/design/flow/orfs finish
==> design/flow/config.mk <==
export PLATFORM = sky130hd
export DESIGN_NAME = counter
export DESIGN_NICKNAME = counter
export VERILOG_FILES = /design/flow/design.v
export SDC_FILE = /design/flow/constraint.sdc
export NUM_CORES = 4
export LEC_CHECK = 1
export CORE_AREA = 10 10 70 70
export DIE_AREA = 0 0 80 80
==> design/flow/constraint.sdc <==
current_design counter

set clk_period 2.7
set clk_io_pct 0.2

create_clock -name clk0 -period $clk_period [get_ports {clk}]

set non_clock_inputs [all_inputs -no_clocks]
set_input_delay [expr $clk_period * $clk_io_pct] -clock clk0 $non_clock_inputs
set_output_delay [expr $clk_period * $clk_io_pct] -clock clk0 [all_outputs]
==> results_dict.tcl <==
# place-and-route summary
set metrics [dict create \
    grt_pass1_wl_um 1590 \
    cts-buffers-inserted 3 \
    overflow 0 \
    fmax_ghz 0.455 \
    yosysTopAreaCell "dfrtp_1" \
    tns_ns 0 \
    dr.pass1.iters 4 \
    fp-utilization 0.126 \
    slew_viol_final 0 \
    final_util 0.171 \
    clkLatencyLatePin_ns 0.23 \
    hold_class "primary input to asynchronous set/reset pin" \
    clock_sinks 5 \
    switching_share 0.407 \
    cp.arrival_ns 2.33 \
    layout_top_cells "inv_1, clkdlybuf4s50_1, ha_1" \
    report.final.hold_viol_count 0 \
    p_switching_mw 0.250 \
    p_per_area_mw_per_mm2 1050 \
    area_growth_pct 35.7 \
    post-dp-hpwl_um 801 \
    viasPerCell 3.57 \
    port_buffers 7 \
    htreeDepth 1 \
    post_cts_buffers 0 \
    ctsHoldBuffers 0 \
    synth-main-ff-cell "dfrtp_1" \
    pin_count 8 \
    cts_tree "built" \
    grt_pass1_vias 362 \
    synth.distinct_cells 23 \
    die_h_um 80 \
    wirelength_um 936 \
    ys_warn_count 1 \
    track_usage 0.0308 \
    vias 357 \
    core_sq_mm 0.00342 \
    cp-end-kind "flop" \
    cts_root_buf "clkbuf_4" \
    ys_seq_elements 5 \
    avgSynthCellArea_sq_um 10.0 \
    ys_cells 43 \
    postRouteAntennaNets 0 \
    routabilityCongestion 0.872 \
    cellLeakagePower_nw 0.248 \
    pwr-share-seq 0.288 \
    openroad.warnings 29 \
    drive_above_1_share 0.111 \
    crit_required_ns 2.83 \
    place_area_sq_um 559 \
    ys_async_sr_fraction 1.00 \
    power.internal_mw 0.363 \
    status "completed" \
    clkPwrFrac 0.134 \
    yosysTopAreaCellShare 0.232 \
    edf_count 0 \
    ys_area_sq_um 432 \
    cts_resized 0 \
    post-place-ws_ns 0.235 \
    fillers 393 \
    grt_max_degree 9 \
    ir_drop_mv 0.264 \
    antenna_found_initial 0 \
    die_x_um 80 \
    synth_seq_share 0.293 \
    skew_ns 0.00127 \
    drt_iter0_drc 12 \
    synth_cells 43 \
    start_kind "primary input" \
    rows 21 \
    n_antenna_cell 0 \
    rsz0062_at_grt "false" \
    chipArea_sq_mm 0.00640 \
    setup_viol 0 \
    clk_pin_slew_worst_paths_ns 0.04 \
    wire_per_inst_um 9.36 \
    power_frac_comb 0.578 \
    area_leaders "dfrtp_1, ha_1, fa_1" \
    clockBufferDepth 2 \
    min_period_ns 2.20 \
    setup_ws_ns 0.503 \
    max-cap-violations 0 \
    drc 0 \
    slew_headroom 0.815 \
    postLayoutCellArea_sq_um 586 \
    synth.cell_area_sq_um 432 \
    hold_ws_ns 0.504 \
    crit_type "primary input to flop" \
    finalClockPeriodUsage 0.814 \
    cp_max_fo 5 \
    tightest_slew_ns 0.273 \
]
[Yosys cell counts (2+ instances only)]
master,instances
inv_1,7
fa_1,2
a21oi_1,4
nor2_1,3
ha_1,6
dfrtp_1,4
[power by group through the flow]
stage                 Sequential, mW  Combinational [mW]  Clock, mW
after CTS                      0.177               0.358     0.0870
after global routing           0.187               0.398      0.101
final                          0.176               0.354     0.0822
[kinds of logic after synthesis]
family | share of synthesized area
AND-OR/OR-AND | 0.255
adder cells (fa/ha/maj) | 0.267
buffers and inverters | 0.0609
flip-flops | 0.293
AND/OR/NAND/NOR | 0.125
[final timing paths]
kind / from / to / slack (ns) / cells after the start
hold reg to reg: updown / out[1] / 0.57 / 1
setup / recovery: in[0] / out[3] / 0.50 / 5
max in group asynchronous: rst / updown / 1.95 / 2
hold / removal: rst / out[3] / 0.50 / 2
min in group clk0: updown / out[1] / 0.57 / 1
setup reg to reg: out[0] / out[3] / 0.83 / 5
[cell type report]
cell class,count,area [sq um],share of cell area
multi-input cells,31,279,0.476
flip-flops and latches,5,126,0.216
repair buffers,7,70.1,0.120
well taps,46,57.6,0.0983
clock buffers,4,26.3,0.0449
inverters,7,26.3,0.0449
[critical path: stages]
cell             delay, ns
clkdlybuf4s50_1       0.45
ha_1                  0.22
fa_1                  0.44
o41a_1                0.44
o32ai_1               0.23
[metal layers]
layer / GRT usage / up-vias / wire length (um)
li1: - / 179 / -
met1: 0.0387 / 163 / 403
met2: 0.0482 / 13 / 446
met3: 0.0102 / 2 / 74
met4: 0.0106 / 0 / 12
met5: 0 / - / 0
[stage by stage]
stage	cells	total power, mW
final	100	0.613
after global routing	100	0.686
after CTS	100	0.622
after detailed placement	96	0.532
after global placement	96	0.533
after floorplan	43	0.397
[sequential cells by signal, indices dropped and copies added, names as in the netlist]
| signal | count |
|---|---|
| out | 4 |
| updown | 1 |
Power figures rest on the tool's default switching activity, not on a simulated workload.
