File: flow/run.sh
#!/bin/bash
# OpenROAD 26Q1-2900-gdf79404cd8, Yosys 0.63+post, stock flow scripts
make -C /OpenROAD-flow-scripts/flow DESIGN_CONFIG=/design/flow/config.mk WORK_HOME=/design/flow/orfs finish
File: flow/config.mk
export PLATFORM = sky130hd
export DESIGN_NAME = DT
export DESIGN_NICKNAME = DT
export VERILOG_FILES = /design/flow/design.v
export SDC_FILE = /design/flow/constraint.sdc
export NUM_CORES = 4
export LEC_CHECK = 1
export CORE_UTILIZATION = 40
File: flow/constraint.sdc
current_design DT

set clk_period 6.0
set clk_io_pct 0.2

create_clock -name clk0 -period $clk_period [get_ports {clk}]

set non_clock_inputs [all_inputs -no_clocks]
set_input_delay [expr $clk_period * $clk_io_pct] -clock clk0 $non_clock_inputs
set_output_delay [expr $clk_period * $clk_io_pct] -clock clk0 [all_outputs]
File: flow/design.v
module DT(
	input 			clk, 
	input			reset,
	output			done ,
	output	reg		sti_rd ,
	output	reg 	[9:0]	sti_addr ,
	input		[15:0]	sti_di,
	output	reg		res_wr ,
	output	reg		res_rd ,
	output	reg 	[13:0]	res_addr ,
	output	reg 	[7:0]	res_do,
	input		[7:0]	res_di
	);
parameter idle=4'd0,
		  load_for=4'd1,
		  recog_for=4'd2,
		  cal_for=4'd3,
		  write_for=4'd4,
		  recog_bound=4'd5,
		  write_bound=4'd6,
		  load_back=4'd7,
		  recog_back=4'd8,
		  cal_back=4'd9,
		  write_back=4'd10,
		  finish=4'd11;
reg [3:0] counter;		  
reg [3:0] cur_st,nxt_st;
reg [6:0] x;
reg [2:0] y;
reg [2:0]for_counter,back_counter;
wire b_enable;
wire get1;	
reg [15:0] buffer;
reg [7:0] min_back,min_for;
reg [13:0]addr[4:0];    
wire [13:0]cen;
always@(posedge clk or negedge reset)
begin
	if(!reset)
		min_for<=8'd0;
	else if((cur_st==cal_for)&&(for_counter==3'd0))
		min_for<=res_di;
	else if((cur_st==cal_for)&&(min_for>res_di))
		min_for<=res_di;		
end
always@(posedge clk or negedge reset)
begin
	if(!reset)
		min_back<=8'd0;
	else if((cur_st==cal_back)&&(back_counter==3'd0))
		min_back<=res_di;
	else if((cur_st==cal_back)&&(min_back>(res_di+8'd1)))
		min_back<=res_di+8'd1;
end
assign cen={x,y,counter};
always@(*)
begin
	case(cur_st)
		cal_for:
			begin
				addr[0]=cen-14'd1;  
				addr[1]=cen-14'd127;
				addr[2]=cen-14'd128;
				addr[3]=cen-14'd129;
				addr[4]=cen-14'd1;
			end
		cal_back:
			begin
				addr[0]=cen;
				addr[1]=cen-14'd127;
				addr[2]=cen-14'd128;
				addr[3]=cen-14'd129;
				addr[4]=cen-14'd1;
			end
		default	:
			begin
				addr[0]=cen;
				addr[1]=cen;
				addr[2]=cen;
				addr[3]=cen;
				addr[4]=cen;
			end
		endcase
end
always@(posedge clk)
begin
	if((cur_st==load_back)||(cur_st==load_for))
		buffer<=sti_di;
end
always@(posedge clk or negedge reset)
begin
	if(!reset)
		sti_rd<=1'd0;
	else if(nxt_st==load_for)
		sti_rd<=1'd1;	
	else sti_rd<=1'd0;
end
always@(posedge clk or negedge reset)
begin
	if(!reset)
		sti_addr<=10'd0;
	else if(nxt_st==load_for||nxt_st==load_back)  
		sti_addr<={x,y};	
end
always@(posedge clk or negedge reset)
begin
	if(!reset)
		res_wr<=1'd0;
	else if(nxt_st==write_back||nxt_st==write_bound||nxt_st==write_for)
		res_wr<=1'd1;
	else res_wr<=1'd0;
end
always@(posedge clk or negedge reset)
begin
	if(!reset)
		res_rd<=1'd0;
	else if(nxt_st==recog_for||nxt_st==recog_back||nxt_st==cal_for||nxt_st==cal_back)
		res_rd<=1'd1;
	else res_rd<=1'd0;		
end
always@(posedge clk or negedge reset)
begin
	if(!reset)
		res_addr<=14'd0;
	else if(cur_st==write_back||cur_st==write_bound||cur_st==write_for)   
		res_addr<={x,y,counter};
	else if(cur_st==cal_back)
		res_addr<=addr[back_counter];
	else if(cur_st==cal_for)
		res_addr<=addr[for_counter]	;
end
always@(posedge clk or negedge reset) 
begin
	if(!reset)
		res_do<=8'd0;
	else if(cur_st==write_bound)
		res_do<=8'd1;
	else if(cur_st==write_back)
		res_do<=min_back;
	else if(cur_st==write_for)
		res_do<=min_for+8'd1;		
end
assign done=(cur_st==finish)?1:0;
always@(posedge clk or negedge reset)   
    if(!reset)
       cur_st<=idle;
    else 
       cur_st<=nxt_st;    
always@(*)
  begin
    case(cur_st)
		idle:nxt_st=load_for;
		load_for:nxt_st=((x==7'd1)||(x==7'd126))?recog_bound:recog_for;
		recog_for:nxt_st=(get1)?cal_for:(counter==4'd15)?load_for:recog_for;
        cal_for:nxt_st=(for_counter==3'd4)?write_for:cal_for;
		write_for:nxt_st=(counter==4'd15)?load_for:recog_for;
		recog_bound:nxt_st=(b_enable)?load_back:(get1)?write_bound:(counter==4'd15)?load_for:recog_bound;
		write_bound:nxt_st=(b_enable)?load_back:(counter==4'd15)?load_for:recog_bound;
		load_back:nxt_st=(x==7'd1)?finish:(x<7'd126)?recog_back:load_back;
		recog_back:nxt_st=(get1)?cal_back:(counter==4'd15)?load_back:recog_back; 
		cal_back:nxt_st=(back_counter==3'd5)?write_back:cal_back;
		write_back:nxt_st=(counter==4'd15)?load_back:recog_back;
		finish:nxt_st=idle;
    endcase
  end
always@(posedge clk or negedge reset)
begin
	if(!reset)
		counter<=4'd0;
	else if(counter==4'd15&&cur_st==load_for)
		counter<=4'd0;
	else if((cur_st==recog_for||cur_st==recog_bound||cur_st==recog_back)&&(~get1))
		counter<=counter+4'd1;
	else if (cur_st==write_back||cur_st==write_bound||cur_st==write_for)
		counter<=counter+4'd1;
end
always@(posedge clk or negedge reset)
begin
	if(!reset)
		x<=7'd1;
	else if((nxt_st==load_for)&&(y==3'd7))    
		x<=x+7'd1;
	else if ((nxt_st==load_back)&&(y==3'd7))  
		x<=x-7'd1;
end
always@(posedge clk or negedge reset)
begin
	if(!reset)
		y<=3'd0;
	else if(counter==4'd15&&nxt_st==load_for)
		y<=y+3'd1;
	else if (counter==4'd15&&cur_st==recog_back) 
		y<=y-3'd1;
end
always@(posedge clk or negedge reset)
begin
	if(!reset)
		for_counter<=3'd0;
	else if (for_counter==3'd4)
		for_counter<=3'd0;
	else if (cur_st==cal_for)
		for_counter<=for_counter+3'd1;
end
always@(posedge clk or negedge reset)
begin
	if(!reset)
		back_counter<=3'd0;
	else if (back_counter==3'd5)
		back_counter<=3'd0;
	else if (cur_st==cal_back)
		back_counter<=back_counter+3'd1;
end
assign b_enable=({x,y,counter}==15'd16255);   
assign get1=(buffer[counter]==1'd1)?1'd1:1'd0;
endmodule
==> reports/summary.txt <==
Final TNS setup = 0 ns
ant diodes = 0
Final GP Congestion = 0.955
final core occ = 47.1%
CP delay by family, top = buffers and inverters
largest area contributor in the netlist = dfrtp_1
area figure in the yosys stat output = 0.00740 mm^2
IO Pins = 62
global-route wire length before repair = 36300 um
cell resize tally after clock tree synthesis = 0
register pins left without a clock = 4
cell area power density = 233 mW/mm^2
Area Growth Syn to Fin = 14.8%
Synth top cell by count = a21oi_1
Peak VDD IR = 0.000165 V
GRT Residual Overflow = 0
type of the worst setup path = in -> reg
Critical Path Most Common Cell = ha_1
Netlist cell types = 83
WP buf/inv = 2
FFs w/ async S/R, synth = 78.9%
Yosys warning total = 2
vias in the first global route = 6411
layout cells sized above 1 = 9.05%
number of OpenROAD warnings = 36
Worst Setup Slack post-DPL = 1.51 ns
DR DRC count = 0
startpoint types = primary input
initial antenna violation count = 0
#FFs+latches synth = 95
Final Hold Vio Count = 0
largest fanout on the critical path = 9
Post CTS Setup Buffer Count = 0
CTS Root Cell = clkbuf_16
FP Util = 41.1%
f_max = 0.242 GHz
detailed-route via count = 6913
slew of the pin with the lowest slew margin = 0.765 ns
Post-synth EDFFs = 16
main flop type = dfrtp_1
Tmin final = 4.13 ns
Synth Instances = 887
leak pwr = 3.43 nW
drt total wl = 22700 um
Final Max Tran Viols = 0
placed cells = 1130
Row Count = 49
HP Class = reg -> reg
area share, top type = 25.0%
hpwl dp = 15800 um
status = complete, no violations
Hold Buf Count CTS = 0
Worst EP arrival = 4.36 ns
input/output buffers = 61
Num CTS Buffers = 9
Reg clk slew, reported paths = 0.08 ns
vias per cell = 6.03
Slowest-stage cell, CP = o31ai_2
area of the mapped netlist = 0.00740 mm^2
Fin Hold WS = 0.478 ns
worst slew margin relative to its limit = 49.0%
CTS max path bufs = 2
Die H = 138 um
final setup vio count = 0
chip area = 0.0190 mm^2
Finished Layout Cells = 1146
worst-case clock skew = 0.0101 ns
worst path cell trace = clkdlybuf4s50_1, ha_1, nand3_1, or3_1, xnor2_1, ha_1, a21oi_1, nor2b_1, o31ai_2, buf_4, mux2i_1, a22oi_1
Yosys Instances = 887
core area = 0.0180 mm^2
Max stage delay on crit path = 0.55 ns
DRT Pass-1 Iters = 5
Final WS setup = 1.87 ns
endpoints left unconstrained = 11
syn avg cell area = 8.34 um^2
die width = 138 um
clk latency late pin = 0.36 ns
RSZ-0062 raised after global routing = false
FF-to-FF setup slack = 2.84 ns
fill count = 1773
Tcrit/Tclk final = 68.9%
MaxCap Viol Count = 0
H-tree lvl count = 3
top cells by area = dfrtp_1 (25%), edfxtp_1 (6.5%), ha_1 (5.9%)
CTS tree = built
Final ANT Viol Nets = 0
data required time of the worst path = 6.22 ns
initial DRC count = 560
Avg WL per Cell = 19.8 um
CP Capture Type = flop
gr usage total = 24.6%
top cells by count, synth = a21oi_1 (82), nand2_1 (79), dfrtp_1 (74)
pin count of the biggest net entering global routing = 50
==> metal layers <==
metal  global-route usage, %  part of all wire (%)
met1                    37.8                    44
met2                    36.0                    45
met3                    4.55                   7.9
met4                    7.87                   3.9
met5                       0                     0
==> power breakdown <==
part	internal (mW)	total, mW	switching (mW)
logic	0.282	0.612	0.330
clock network	0.297	0.582	0.285
registers	0.676	0.783	0.107
total	1.25	1.98	0.723
==> cells by family (layout without fill, tap and decap cells) <==
| logic type | after synthesis | count (layout) | share of synthesized area, % |
|---|---|---|---|
| compound gates | 273 | 273 | 24.0 |
| xor+xnor | 52 | 52 | 6.15 |
| fa+ha+maj | 36 | 36 | 6.19 |
| buf+inv | 106 | 136 | 5.75 |
| flops | 91 | 91 | 31.9 |
| latches | 4 | 4 | 0.812 |
| mux | 33 | 33 | 5.60 |
| simple gates | 292 | 292 | 19.6 |
==> registers in the layout, summed over array words and instances, names as in the netlist, 3 cells and up <==
register	flops
nxt_st	4
x	7
for_counter	3
sti_addr	10
res_do	8
back_counter	3
cur_st	4
min_back	8
counter	4
res_addr	14
y	3
buffer	16
min_for	8
==> path summary, 6_finish.rpt <==
kind / from / endpoint / cells past startpoint
worst max-delay path: res_di[0] / min_back[2]$_DFFE_PN0P_ / 12
worst min-delay path: sti_addr[4]$_DFFE_PN0P_ / sti_addr[4]$_DFFE_PN0P_ / 2
worst max register to register: counter[0]$_DFFE_PN0P_ / res_addr[10]$_DFFE_PN0P_ / 8
worst min register to register: sti_addr[4]$_DFFE_PN0P_ / sti_addr[4]$_DFFE_PN0P_ / 2
max in group asynchronous: reset / res_addr[0]$_DFFE_PN0P_ / 2
min in group asynchronous: reset / sti_addr[8]$_DFFE_PN0P_ / 1
==> layout by cell type (no fill, tap or decap), types with 10 or more instances in the layout <==
| cell | count |
|---|---|
| a21oi_1 | 82 |
| nand2_1 | 79 |
| dfrtp_1 | 74 |
| nor2_1 | 72 |
| clkdlybuf4s50_1 | 60 |
| o21ai_0 | 50 |
| xnor2_1 | 38 |
| ha_1 | 35 |
| inv_1 | 32 |
| nor3_1 | 31 |
| nand3_1 | 27 |
| buf_4 | 26 |
| mux2_2 | 16 |
| edfxtp_1 | 16 |
| a211oi_1 | 15 |
| xor2_1 | 14 |
| a31oi_1 | 12 |
| o22ai_1 | 12 |
| o211ai_1 | 11 |
| mux2i_1 | 11 |
| or3_1 | 10 |
| nor2b_1 | 10 |
| a221oi_1 | 10 |
==> metrics by stage <==
| stage | area, um^2 | power (mW) |
|---|---|---|
| final | 8490 | 1.98 |
| after global routing | 8490 | 2.11 |
| after CTS | 8490 | 2.00 |
| after detailed placement | 8180 | 1.41 |
| after global placement | 8180 | 1.40 |
| after floorplan | 7400 | 1.22 |
==> area by class of cell <==
class                           instances  area (um^2)  area share [%]
Clock buffer                            9          225            2.65
Clock inverter                          7         85.1            1.00
Inverter                               34          128            1.50
Multi-Input combinational cell        686         4560            53.6
Sequential cell                        95         2420            28.5
Tap cell                              229          287            3.37
Timing Repair Buffer                   86          796            9.37
==> worst reg2reg max path, cell delays in order, from the launching register on <==
cell,delay [ns]
dfrtp_1,0.83
ha_1,0.45
nand3_2,0.31
nor2_1,0.31
o21ai_1,0.09
a221oi_1,0.34
o21ai_0,0.12
a221o_1,0.29
a221o_1,0.31
No activity file was given, so power comes from the tool's default toggle rates.
